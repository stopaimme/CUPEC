`design/flow/config.mk`:
```
export PLATFORM = sky130hd
export DESIGN_NAME = count
export DESIGN_NICKNAME = count
export VERILOG_FILES = /design/flow/design.v
export SDC_FILE = /design/flow/constraint.sdc
export NUM_CORES = 4
export LEC_CHECK = 1
export CORE_UTILIZATION = 50
```
`design/flow/constraint.sdc`:
```
current_design count

set clk_period 5.0
set clk_io_pct 0.2

create_clock -name clk0 -period $clk_period [get_ports {clk}]

set non_clock_inputs [all_inputs -no_clocks]
set_input_delay [expr $clk_period * $clk_io_pct] -clock clk0 $non_clock_inputs
set_output_delay [expr $clk_period * $clk_io_pct] -clock clk0 [all_outputs]
```
`design/flow/design.v`:
```
`timescale 1ns / 1ps
module count(
    input reset,
    input clk,
    input power,
    output reg [6:0] ss
    );
    reg [42:0]mc;
    always@(posedge clk or posedge reset)
    begin
    if(reset)begin mc<=0;ss<=0;end
    else if(mc<1000000 && power==1)begin mc<=mc+1;end
    else if(mc==1000000 && ss==39 && power==1)begin mc<=0;ss<=0;end
    else if(mc==1000000 && ss<39 && power==1)begin mc<=0;ss<=ss+1;end
    end
endmodule
```
`design/flow/run.sh`:
```
#!/bin/bash
# OpenROAD 26Q1-2900-gdf79404cd8, Yosys 0.63+post, stock flow scripts
make -C /OpenROAD-flow-scripts/flow DESIGN_CONFIG=/design/flow/config.mk WORK_HOME=/design/flow/orfs finish
```
==> reports/results.ini <==
[yosys]
ys_seq_share_pct=55.3
ys_cells=206
ys.warnings.count=1
syn_inst=206
synth_area_per_cell_sq_um=11.0
ys_area_sq_um=2260
numSynthFlops=50
yosysUniqueCellTypes=40
post-synth-top-area-cell=dfrtp_1
top_cell_area_share_pct=55.3
topCellsByArea=dfrtp_1 (55%), nand3_1 (4.4%), xnor2_1 (4.3%)
synthesis.area_sq_um=2260

[floorplan]
dieArea_sq_um=4800
fp.dieH_um=69.3
fp_util_pct=52.0
row_count=24
core_sq_um=4350
num_io_pins=10
die_x_um=69.3

[power]
power_density_nw_per_um2=326
leakage_nw=1.11
ir_drop_mv=0.192
pwr-share-seq_pct=57.8
p_total_w=0.000791
pwr-share-clk_pct=34.6
p_comb_share_pct=7.7
p_sw_w=0.000194
p_int_w=0.000597
p_sw_share_pct=24.5

[worst_setup_path]
worst-path-buf-inv=1
rr_startpoint=mc[0]
rr_endpoint=ss[4]
worstSetupPathType=primary input to flip-flop
critPathArrivalTime_ns=2.78
cp-endpoint=mc[11]
endpoint_kind=flip-flop
slowest_stage=clkdlybuf4s50_1
reg2reg_slack_ns=2.73
cp_max_fo=8
required_ns=5.19
worstPathCellList=clkdlybuf4s50_1, nand4_2, nor3_4, nor2b_1, nand4_1, xnor2_1
critPathMaxStageDelay_ns=0.47
path_depth=6
r2r_cells=8
path_delay_family=simple AND/OR/NAND/NOR gates
cp-startpoint=power
startpoint_type=primary input

[finish]
final_util_pct=55.7
fillerInstances=357
drive_gt1_share_pct=14.3
logic_area_sq_um=887
seqCellArea_sq_um=1250
area_growth_pct=7.08

[clock_tree]
cts-root-buf=clkbuf_8
cts.sinks=50
ctsHoldBuffers=0
htree_levels=2
clkLatencyLatePin_ns=0.30
post_cts_buffers=0
cts_inserted_buffers=5
cts_tree=yes
clkTransAtPathRegs_ns=0.09
cts_buffer_depth=2
cts_resized=0

[flow_run]
timing.max_cap.violations=0
tool_warnings=26

[detailed_routing]
wl_met1_mm=1.82
avgViaCountPerCell=5.48
drtAntennaViolNets=0
drc=0
via_count=1358
wl_met3_um=180
wire_per_inst_um=14.7
antenna_cells=0
met2_length_mm=1.61
drt-initial-drc-count=118
wl_mm=3.64
firstDrtPassIters=41
routed.top_layer=met4

[global_routing]
grt_start_max_net_pins=51
overflow=0
grt_pass1_wl_mm=6.42
grt_pass1_vias=1340
grt_use_total_pct=17.3
antenna_found_initial=0

[timing]
tns_ns=0
final_max_slew_viol_count=0
hold_viol_final=0
worstMarginPinSlew_ns=0.695
fin_crit_ns=2.59
hold_ws_ns=0.381
finalClockSkew_ns=0.00443
setup_ws_ns=2.41
setup_viol=0
max_freq_ghz=0.385
rsz0062_at_grt=no
finalCritPeriodShare_pct=51.9
relSlewSlack_pct=53.3

[placement]
dpl_worst_slack_ns=2.12
place_hpwl_mm=2.51
gp_congestion=0.852
io_buffers=9

[outcome]
status=completed

[min_path]
hold_path_class=flip-flop to flip-flop

==> cells in the mapped netlist <==
master	count
clkbuf_1	25
nor3_4	1
o31a_1	1
nor4_4	3
and4_1	1
nand2_2	1
nand2b_2	1
nand4_4	1
o31ai_1	2
nand2_1	16
nor3b_2	1
nand4_2	1
buf_2	1
nor4_2	3
nor3_2	3
a21oi_1	6
buf_6	1
xnor2_1	11
nor3b_1	1
and2b_2	2
o21a_1	1
o21ai_0	4
a31oi_1	1
nand3_1	20
nor4b_2	1
nor3_1	5
nor2_1	10
a21o_1	1
ha_1	3
xor2_1	6
and4_2	1
o211ai_1	1
dfrtp_1	50
and3_1	5
nor4b_1	2
o311ai_1	1
or3_1	1
inv_1	4
nor2b_1	1
nand4_1	6
==> registers in the layout (all words and copies together), names as in the netlist <==
signal	count
ss	7
mc	43
==> worst min path at each step <==
stage	depth (start not counted)	from	to	slack (ns)
CTS	0	mc[41]	mc[41]	0.39
global route	0	mc[41]	mc[41]	0.39
finish	0	mc[41]	mc[41]	0.38
==> metrics by stage <==
step	instances	instance area, sq um
3_5_place_dp	241	2320
5_1_grt	248	2420
2_1_floorplan	206	2260
4_1_cts	248	2420
6_report	248	2420
3_3_place_gp	241	2320
==> layout by cell type (no fill, tap or decap), types with 4 or more instances in the layout <==
cell             synthesis  layout
nand3_1                 20      20
nor2_1                  10      10
xor2_1                   6       6
xnor2_1                 11      11
and3_1                   5       5
clkbuf_8                 0       5
nor3_1                   5       5
nand4_1                  6       6
dfrtp_1                 50      50
clkdlybuf4s50_1          0       9
nand2_1                 16      16
o21ai_0                  4       4
a21oi_1                  6       6
==> layout make-up <==
type,instances,area share (%)
flip-flops and latches,50,51.6
multi-input cells,125,36.6
repair buffers,10,4.03
clock buffers,5,2.84
well taps,52,2.68
clock inverters,2,1.60
inverters,4,0.620
==> cell families after synthesis <==
family | count (synthesis) | share of synthesized area [%]
buffers and inverters | 31 | 5.53
AND-OR/OR-AND | 18 | 4.92
flip-flops | 50 | 55.3
AND/OR/NAND/NOR | 87 | 26.0
adder cells (fa/ha/maj) | 3 | 1.66
XOR/XNOR | 17 | 6.58
==> metal layers <==
layer  vias up  global-route usage, %
li1        681                      -
met1       640                   31.0
met2        34                   24.4
met3         3                   3.10
met4         0                   2.04
met5         -                      0
==> power groups by stage <==
stage                 sequential, W  clock (W)  combinational, W
after global routing       0.000462   0.000301         0.0000684
after CTS                  0.000456   0.000281         0.0000614
final                      0.000457   0.000273         0.0000609
Power and IR drop assume default switching activity.
